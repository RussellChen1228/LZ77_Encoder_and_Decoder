==> /design/flow/design.v <==
module LZ77_Decoder(clk,reset,code_pos,code_len,chardata,encode,finish,char_nxt);
input 				clk;
input 				reset;
input 		[3:0] 	code_pos;
input 		[2:0] 	code_len;
input 		[7:0] 	chardata;
output  			encode;
output  			finish;
output 	 	[7:0] 	char_nxt;
assign encode = 0;
reg finish, tmp_finish, set, tmp_set;
reg [2:0] len, tmp_len;
reg [7:0] char_nxt;
reg [3:0] nxt;
reg [6:0] pos;
reg [35:0] search_buffer;
always @(posedge clk) begin
    if(reset) begin
		set <= 1'b1;
		len <= 3'b0;
      	finish <= 1'b0;
		char_nxt <= 8'b0;
		search_buffer <= 36'b0;
    end
    else begin
        finish <= tmp_finish;
        char_nxt <= {4'b0, nxt};
		set <= tmp_set;
		search_buffer <= {search_buffer, nxt};
		if(tmp_len != 0)
	    	len <= tmp_len - 1;
		else
	    	len <= tmp_len;
    end
end
always @(*) begin
	if(chardata==8'h24 && tmp_len==0) begin
		tmp_finish = 1;
	end
	else begin
		tmp_finish = 0;
	end
	if(set == 1)
		tmp_len = code_len;
	else 
		tmp_len = len;
    pos = (code_pos+1)*4 - 1;
    if(tmp_len == 0) begin
        nxt[0] = chardata[0];
        nxt[1] = chardata[1];
        nxt[2] = chardata[2];
        nxt[3] = chardata[3];
		tmp_set = 1;
	end
    else begin
        nxt[3] = search_buffer[pos];
        nxt[2] = search_buffer[pos-1];
        nxt[1] = search_buffer[pos-2];
        nxt[0] = search_buffer[pos-3];
		tmp_set = 0;
    end
end
endmodule
==> /design/flow/run.sh <==
#!/bin/bash
# OpenROAD 26Q1-2900-gdf79404cd8, Yosys 0.63+post, stock flow scripts
make -C /OpenROAD-flow-scripts/flow DESIGN_CONFIG=/design/flow/config.mk WORK_HOME=/design/flow/orfs finish
==> /design/flow/config.mk <==
export PLATFORM = sky130hd
export DESIGN_NAME = LZ77_Decoder
export DESIGN_NICKNAME = LZ77_Decoder
export VERILOG_FILES = /design/flow/design.v
export SDC_FILE = /design/flow/constraint.sdc
export NUM_CORES = 4
export LEC_CHECK = 1
export CORE_UTILIZATION = 40
==> /design/flow/constraint.sdc <==
current_design LZ77_Decoder

set clk_period 2.8
set clk_io_pct 0.2

create_clock -name clk0 -period $clk_period [get_ports {clk}]

set non_clock_inputs [all_inputs -no_clocks]
set_input_delay [expr $clk_period * $clk_io_pct] -clock clk0 $non_clock_inputs
set_output_delay [expr $clk_period * $clk_io_pct] -clock clk0 [all_outputs]
==> results.sh <==
# yosys + openroad results
export IMPL_run_status="completed"
export IMPL_floorplan_die_area_um2=5170
export IMPL_cp_num_buf_inv=3
export IMPL_worst_endpoint_arrival_ns=2.87
export IMPL_grt_max_degree=41
export IMPL_layout_top_cells_excl_fill_tap="sky130_fd_sc_hd__dfxtp_1 (41), sky130_fd_sc_hd__nor2b_1 (37), sky130_fd_sc_hd__clkdlybuf4s50_1 (21)"
export IMPL_track_usage_pct=16.6
export IMPL_layout_top_cell_excl_fill_tap="sky130_fd_sc_hd__dfxtp_1"
export IMPL_vias_in_the_first_global_route=1371
export IMPL_layout_setup_ws_ns=0.143
export IMPL_setup_reg_to_reg_worst_slack_ns=0.80
export IMPL_place_worst_setup_slack_ns=-0.106
export IMPL_hpwlAfterDp_mm=2.78
export IMPL_r2r_start="set$_SDFF_PP1_"
export IMPL_path_cells="clkdlybuf4s50_1 -> inv_1 -> ha_1 -> buf_4 -> nor3_1 -> nor4_2 -> nor4_4 -> a21boi_1 -> o32ai_2"
export IMPL_antennaDiodeCount=0
export IMPL_ir_drop_v=0.000341
export IMPL_crit_path_top_delay_cell="sky130_fd_sc_hd__clkdlybuf4s50_1"
export IMPL_drcViolationCount=0
export IMPL_cell_family_with_most_cp_delay="simple AND/OR/NAND/NOR gates"
export IMPL_antenna_found_initial=0
export IMPL_p_total_mw=1.27
export IMPL_synthArstFlopShare_pct=0
export IMPL_syn_cell_area_um2=1950
export IMPL_worstRegToRegCells=5
export IMPL_worst_hold_class="flop to flop"
export IMPL_ys_warnings_count=1
export IMPL_count_of_library_flops_with_an_enable_pin=0
export IMPL_syn_mean_instance_area_um2=10.5
export IMPL_fp_coreArea_um2=4720
export IMPL_vias=1367
export IMPL_final_fill_count=428
export IMPL_ff_type="sky130_fd_sc_hd__dfxtp_1"
export IMPL_leakagePower_nw=0.969
export IMPL_synth_cell_type_count=53
export IMPL_layout_area_overhead_vs_synth_pct=21.3
export IMPL_clock_skew_final_ns=0.00449
export IMPL_worstHoldStart="search_buffer[29]$_SDFF_PP0_"
export IMPL_critical_path_cell_count=9
export IMPL_ys_cells=186
export IMPL_clock_sink_count=41
export IMPL_horizontal_die_dimension_um=71.9
export IMPL_critical_path_class="input port to flop"
export IMPL_drt_total_wl_mm=3.89
export IMPL_timing_critical_path_from_type="input port"
export IMPL_io_pins=27
export IMPL_postPlaceCellArea_um2=2280
export IMPL_gp_congestion=0.955
export IMPL_floorplan_die_height_um=71.9
export IMPL_fin_crit_ns=2.66
export IMPL_tool_warnings=30
export IMPL_fmaxAchievable_ghz=0.376
export IMPL_holdPathStages=1
export IMPL_synthCells=186
export IMPL_clk_latency_ns=0.29
export IMPL_fp_utilization_pct=41.4
export IMPL_1st_iter_drt_viols=89
export IMPL_floorplan_rows=25
export IMPL_post_cts_setup_buffer_count=0
export IMPL_final_seq_area_um2=821
export IMPL_synth_sequential_area_ratio_pct=42.0
export IMPL_layout_area_comb_um2=1010
export IMPL_rsz0062_at_grt="false"
export IMPL_grt_overflow=0
export IMPL_post_route_util_pct=50.2
export IMPL_cts_max_level=2
export IMPL_ant_nets=0
export IMPL_critPathMaxFanout=6
export IMPL_post_route_cells_drive_above_1_share_pct=20.5
export IMPL_ys_area_um2=1950
export IMPL_root_buffer="sky130_fd_sc_hd__clkbuf_8"
export IMPL_portBuffers=21
export IMPL_cellPowerDensity_nw_per_um2=536
export IMPL_via_to_cell_ratio=4.78
export IMPL_crit_path_max_incr_delay_ns=0.50
export IMPL_timing_final_max_slew_violations=0
export IMPL_min_delay_worst_endpoint="search_buffer[33]$_SDFF_PP0_"
export IMPL_design_area_um2=2370
export IMPL_cts_resized_gates=0
export IMPL_number_of_max_capacitance_violations_reported=0
export IMPL_required_ns=3.01
export IMPL_drt_pre_antenna_iters=4
export IMPL_tritoncts="done"
export IMPL_clk_path_buf_depth=2
export IMPL_drt_wirelength_per_cell_um=13.6
export IMPL_timing_final_setup_violations=0
export IMPL_yosys_register_bits=41
export IMPL_fin_crit_sh_pct=94.9
export IMPL_path_clk_slew_ns=0.08
export IMPL_hold_violations=0
export IMPL_grt_first_pass_wirelength_mm=6.58
export IMPL_worstReg2RegEnd="finish$_SDFF_PP0_"
export IMPL_cts_hold_buffers=0
export IMPL_numCtsBuffers=5
export IMPL_worstSetupEndpointType="flop"
-- cell type report --
| type | count | share of cell area [%] |
|---|---|---|
| Multi-Input combinational cell | 124 | 42.5 |
| Sequential cell | 41 | 34.6 |
| Timing Repair Buffer | 38 | 14.3 |
| Tap cell | 67 | 3.54 |
| Clock buffer | 5 | 2.90 |
| Inverter | 8 | 1.27 |
| Clock inverter | 3 | 0.898 |
-- sequential cells by signal, summed over array words and instances, names as in the netlist --
register,flops
search_buffer,36
len,3
finish,1
set,1
-- Yosys cell counts (2+ instances only) --
master,number,area (um^2)
sky130_fd_sc_hd__a21oi_1,6,30.0
sky130_fd_sc_hd__a22oi_1,3,22.5
sky130_fd_sc_hd__a31oi_1,2,12.5
sky130_fd_sc_hd__and2b_1,2,15.0
sky130_fd_sc_hd__and3_1,2,12.5
sky130_fd_sc_hd__buf_4,10,75.1
sky130_fd_sc_hd__clkbuf_1,4,15.0
sky130_fd_sc_hd__dfxtp_1,41,821
sky130_fd_sc_hd__ha_1,7,87.6
sky130_fd_sc_hd__inv_1,7,26.3
sky130_fd_sc_hd__mux2_2,3,33.8
sky130_fd_sc_hd__mux2i_1,4,40.0
sky130_fd_sc_hd__mux4_2,4,90.1
sky130_fd_sc_hd__nand2_1,6,22.5
sky130_fd_sc_hd__nand2b_1,3,18.8
sky130_fd_sc_hd__nor2_1,6,22.5
sky130_fd_sc_hd__nor2b_1,37,231
sky130_fd_sc_hd__o211ai_1,3,22.5
sky130_fd_sc_hd__or2_2,2,12.5
-- metal layers --
layer / wire length (um) / vias up / track usage, %
met5: 0 / - / 0
met4: 69 / 0 / 2.61
met3: 203 / 8 / 4.14
met2: 1640 / 32 / 24.1
met1: 1970 / 633 / 26.6
li1: - / 694 / -
-- stage by stage --
step / hold slack [ns] / setup TNS (ns) / std cells
detailed placement: 0.448 / -0.378 / 278
global placement: 0.440 / -0.234 / 278
CTS: 0.466 / 0 / 286
global route: 0.477 / 0 / 286
floorplan: 0.432 / 0 / 190
finish: 0.464 / 0 / 286
-- worst max-delay path by stage --
| stage | startpoint | to | slack (ns) |
|---|---|---|---|
| 5_1_grt | code_pos[0] | search_buffer[0]$_SDFFE_PP0P_ | 0.04 |
| 4_1_cts | code_pos[0] | search_buffer[2]$_SDFFE_PP0P_ | 0.17 |
| 6_report | code_pos[0] | search_buffer[2]$_SDFFE_PP0P_ | 0.14 |
-- power by group --
| group | switching (mW) | total, mW | internal [mW] |
|---|---|---|---|
| clock | 0.212 | 0.388 | 0.177 |
| sequential | 0.0149 | 0.624 | 0.609 |
| combinational | 0.120 | 0.259 | 0.139 |
| total | 0.346 | 1.27 | 0.925 |
-- cells by family after synthesis --
group / Yosys count / synth area share [%]
AOI/OAI and AO/OA: 30 / 12.6
buffers and inverters: 25 / 7.17
xor gates and xnor gates: 2 / 1.67
muxes: 11 / 8.39
other: 1 / 0.192
and+or+nand+nor: 69 / 23.5
DFF: 41 / 42.0
adders and majority gates: 7 / 4.48
Power and IR drop assume default switching activity.
